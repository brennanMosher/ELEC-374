==> flow/design.v <==
module DIV(
	input [31:0] x, y,
	output [31:0] Zlow, Zhigh);
reg [5:0] i;
reg [64:0] A;
reg [32:0] M;
always @(x or y) begin
	A[31:0] = y;
	A[64:32] = 0;
	M[31:0] = x;
	for(i=0; i<32; i=i+1) begin
		M[32] = M[31];
		A = A << 1;
		A[64:32] = A[64:32] - x;
		if (A[63] == 1) begin 
			A[0] = 0;
			A[64:32] = A[64:32] + M;
		end else if (A[63] == 0) begin
			A[0] = 1;
		end
	end
end
assign Zlow = A[31:0];
assign Zhigh = A[63:32];
endmodule
==> flow/run.sh <==
#!/bin/bash
# OpenROAD 26Q1-2900-gdf79404cd8, Yosys 0.63+post, stock flow scripts
make -C /OpenROAD-flow-scripts/flow DESIGN_CONFIG=/design/flow/config.mk WORK_HOME=/design/flow/orfs finish
==> flow/config.mk <==
export PLATFORM = sky130hd
export DESIGN_NAME = DIV
export DESIGN_NICKNAME = DIV
export VERILOG_FILES = /design/flow/design.v
export SDC_FILE = /design/flow/constraint.sdc
export NUM_CORES = 4
export LEC_CHECK = 1
export CORE_UTILIZATION = 50
==> flow/constraint.sdc <==
current_design DIV

set clk_period 734.4
set clk_io_pct 0.2

create_clock -name clk0 -period $clk_period

set non_clock_inputs [all_inputs -no_clocks]
set_input_delay [expr $clk_period * $clk_io_pct] -clock clk0 $non_clock_inputs
set_output_delay [expr $clk_period * $clk_io_pct] -clock clk0 [all_outputs]
==> flow_metrics.env <==
# flow metrics
export IMPL_chip_area_mm2=0.185
export IMPL_die_w_um=430
export IMPL_rsz0062_at_grt="false"
export IMPL_hold_depth=5
export IMPL_layout_top_cell="ha_1"
export IMPL_yosys_area_mm2=0.0917
export IMPL_hold_end="Zhigh[31]"
export IMPL_status="finished clean"
export IMPL_antenna_found_initial=30
export IMPL_drt_iter0_markers=8135
export IMPL_hp_class="in2out"
export IMPL_ios=128
export IMPL_period_needed_ns=480.45
export IMPL_synth_area_mm2=0.0917
export IMPL_cp_start_kind="primary input"
export IMPL_gp_congestion=1.05
export IMPL_antenna_left=0
export IMPL_required_ns=587.52
export IMPL_firstDrtPassIters=6
export IMPL_finalNonFillerCells=16000
export IMPL_p_leak_uw=0.0464
export IMPL_cp_max_fo=60
export IMPL_fp_dieH_um=430
export IMPL_dr_total_vias=96000
export IMPL_max_freq_ghz=0.00208
export IMPL_met1_usage_pct=54.5
export IMPL_detail_route_wl_per_cell_um=22.0
export IMPL_critPathMostFrequentCell="o21ai_0"
export IMPL_cts_resized=0
export IMPL_yosysTopAreaCellShare_pct=27.2
export IMPL_internal_power_uw=671000
export IMPL_cp_end_kind="primary output"
export IMPL_synthCells=13500
export IMPL_warning_count=175
export IMPL_grt_max_degree=61
export IMPL_yosys_warnings=1
export IMPL_fin_crit_sh_pct=65.4
export IMPL_hpwl_um=282000
export IMPL_setup_tns_ns=0
export IMPL_slew_viol_final=0
export IMPL_ys_seq_share_pct=0
export IMPL_grt_use_met3_pct=7.53
export IMPL_hold_viol=0
export IMPL_drc=0
export IMPL_grt_use_met2_pct=54.6
export IMPL_layout_top_cells="1996 x ha_1, 1579 x a21oi_1, 1466 x nor2_1"
export IMPL_layout_drive_gt1_share_pct=3.69
export IMPL_syn2layout_area_growth_pct=5.71
export IMPL_slowest_stage="a2111oi_1"
export IMPL_grt_pass1_wl_um=519000
export IMPL_netSwitchingFraction_pct=56.9
export IMPL_synth_top_cell_by_area="ha_1"
export IMPL_avgSynthCellArea_um2=6.79
export IMPL_relSlewSlack_pct=34.8
export IMPL_core_area_mm2=0.182
export IMPL_ff_latch_area_um2=0
export IMPL_yosys_cell_types_count=101
export IMPL_grt_pass1_vias=84400
export IMPL_vias_per_cell=5.99
export IMPL_cp_arrival_ns=333.57
export IMPL_grt_use_total_pct=37.5
export IMPL_ys_cells=13500
export IMPL_portBuffers=128
export IMPL_setup_violations_final=0
export IMPL_grt_busiest_layer="met2"
export IMPL_setup_worst_path_class="in2out"
export IMPL_place_inst=16000
export IMPL_cap_violations=0
export IMPL_initial_core_util_pct=50.5
export IMPL_flops=0
export IMPL_cts_hold_buf=0
export IMPL_p_sw_uw=885000
export IMPL_cpPeakStageDelay_ns=0.87
export IMPL_powerDensity_mw_per_mm2=16100
export IMPL_hold_start="x[31]"
export IMPL_clockBufferCount=0
export IMPL_placementRows=156
export IMPL_grt_ovfl_total=0
export IMPL_routed_wirelength_um=353000
export IMPL_worst_pin_slew_ns=0.970
export IMPL_top_cells_by_area="ha_1 27%, xnor2_1 11%, a21oi_1 8.6%"
export IMPL_cts_setup_buffers=0
export IMPL_fill_cells=17400
export IMPL_ir_drop_uv=12000
critical path: cells and delay by family:
| family | cells | cell delay (ns) |
|---|---|---|
| buffers and inverters | 40 | 14.24 |
| AOI/OAI and AO/OA | 606 | 121.10 |
| muxes | 2 | 0.54 |
| and+or+nand+nor | 131 | 19.78 |
| xor gates and xnor gates | 73 | 19.07 |
| adders and majority gates | 37 | 11.30 |
stage by stage:
step / instance area, µm² / hold slack [ns] / power [µW] / utilization, % / setup WS, ns
finish: 96900 / 294.91 / 1560000 / 53.4 / 253.95
global placement: 96900 / 294.94 / 1560000 / 53.4 / 261.30
global route: 96900 / 294.95 / 1610000 / 53.4 / 231.24
detailed placement: 96900 / 294.94 / 1570000 / 53.4 / 258.28
floorplan: 91700 / 293.93 / 1910000 / - / 280.07
CTS: 96900 / 294.94 / 1570000 / 53.4 / 256.99
cell families (layout without fill, tap and decap cells):
family,after synthesis,in the layout,share of synthesized area (%)
buffers and inverters,1249,1398,5.29
AND-OR/OR-AND,4563,4563,30.2
other,0,11,0
adder cells (fa/ha/maj),2064,2064,28.7
multiplexers,104,104,1.35
XOR/XNOR,1521,1521,14.5
AND/OR/NAND/NOR,3999,3999,19.9
layout make-up:
class,instances,area (µm²),share of cell area (%)
antenna,11,27.5,0.0284
inverter,1051,3960,4.08
multi-input combinational,12300,87100,89.9
tap,2370,2970,3.06
timing repair buffer,347,2890,2.98
how the worst max path moves through the flow:
stage / startpoint / endpoint / slack (ns)
4_1_cts: y[31] / Zhigh[0] / 256.99
5_1_grt: y[31] / Zhigh[23] / 231.24
6_report: y[31] / Zhigh[0] / 253.95
synthesized netlist by cell type, drive strengths merged, types with 201 or more instances:
library cell  number
ha              1996
inv             1045
o21ai           1229
xor2             419
a21oi           1579
a21o             424
nand2           1098
o21a             208
nand3            228
xnor2           1102
nor2            1471
a21boi           302
nor3             256
nand2b           232
nor2b            201
layer usage:
metal	vias up	routed length [µm]
met5	-	104
met4	14	16600
met3	539	33900
met2	3436	140000
met1	43400	162000
li1	48600	-
Power and IR drop assume default switching activity.
