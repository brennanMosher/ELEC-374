`/design/flow/run.sh`:
```
#!/bin/bash
# OpenROAD 26Q1-2900-gdf79404cd8, Yosys 0.63+post, stock flow scripts
make -C /OpenROAD-flow-scripts/flow DESIGN_CONFIG=/design/flow/config.mk WORK_HOME=/design/flow/orfs finish
```
`/design/flow/config.mk`:
```
export PLATFORM = sky130hd
export DESIGN_NAME = NEG
export DESIGN_NICKNAME = NEG
export VERILOG_FILES = /design/flow/design.v
export SDC_FILE = /design/flow/constraint.sdc
export NUM_CORES = 4
export LEC_CHECK = 1
export CORE_AREA = 10 10 70 70
export DIE_AREA = 0 0 80 80
```
`/design/flow/constraint.sdc`:
```
current_design NEG

set clk_period 9.7
set clk_io_pct 0.2

create_clock -name clk0 -period $clk_period

set non_clock_inputs [all_inputs -no_clocks]
set_input_delay [expr $clk_period * $clk_io_pct] -clock clk0 $non_clock_inputs
set_output_delay [expr $clk_period * $clk_io_pct] -clock clk0 [all_outputs]
```
`/design/flow/design.v`:
```
module ADD(
 input [31:0] x, y,
 output[31:0] zlow, zhigh);
 wire G_out, P_out, carry_out;
 Carry_Lookahead_32 carry_32(x, y, 0, G_out, P_out, carry_out, zlow[15:0], zlow[31:16]);
 assign zhigh = 0;
endmodule
module B_Cell(
 input x, y, c,
 output reg G, P, S);
 always @(x or y or c) begin
	G <= x & y;
	P <= x ^ y;
	S <= c ^ (x^y);
end 
endmodule 
module Carry_Lookahead_16(
 input [15:0] x, y,
 input carry_0,
 output wire carry_out, G_out, P_out,
 output [3:0] s_3_0, s_7_4, s_11_8, s_15_12);
 wire G0, G4, G8, G12, P0, P4, P8, P12;
 wire carry_4, carry_8, carry_12;
 Carry_Lookahead_4 Add_1(x[3:0], y[3:0], carry_0, s_3_0[0], s_3_0[1], s_3_0[2], s_3_0[3], carry_4, G0, P0);
 Carry_Lookahead_4 Add_2(x[7:4], y[7:4], carry_4, s_7_4[0], s_7_4[1], s_7_4[2], s_7_4[3], carry_8, G4, P4);
 Carry_Lookahead_4 Add_3(x[11:8], y[11:8], carry_8, s_11_8[0], s_11_8[1], s_11_8[2], s_11_8[3], carry_12, G8, P8);
 Carry_Lookahead_4 Add_4(x[15:12], y[15:12], carry_12, s_15_12[0], s_15_12[1], s_15_12[2], s_15_12[3], carry_out, G12, P12);
 assign P_out = P0 * P4 * P8 * P12;
 assign G_out = G12 + G8*P12 + G4*P12*P8 + G0*P12*P8*P4;
endmodule
module Carry_Lookahead_32(
 input [31:0] x, y,
 input carry_0,
 output G_out, P_out, carry_out,
 output [15:0] s_15_0, s_31_16);
 wire G0, P0, G1, P1;
 wire carry;
 Carry_Lookahead_16 Add_1(x[15:0], y[15:0], carry_0, carry, G0, P0, s_15_0[3:0], s_15_0[7:4], s_15_0[11:8], s_15_0[15:12]);
 Carry_Lookahead_16 Add_2(x[31:16], y[31:16], carry, carry_out, G1, P1, s_31_16[3:0], s_31_16[7:4], s_31_16[11:8], s_31_16[15:12]);
 assign P_out = P0 * P1; 
 assign G_out = G1 + G0*P1; 
endmodule
module Carry_Lookahead_4(
 input [3:0] x, y,
 input carry_0,
 output s0, s1, s2, s3,
 output wire carry_4, G_out, P_out);
 wire G0, G1, G2, G3, P0, P1, P2, P3;
 wire carry_1, carry_2, carry_3;
 assign carry_1 = G0 + P0*carry_0;
 assign carry_2 = G1 + P1*carry_1;
 assign carry_3 = G2 + P2*carry_2;
 assign carry_4 = G3 + P3*carry_3;
 B_Cell b1(x[0], y[0], carry_0, G0, P0, s0);
 B_Cell b2(x[1], y[1], carry_1, G1, P1, s1);
 B_Cell b3(x[2], y[2], carry_2, G2, P2, s2);
 B_Cell b4(x[3], y[3], carry_3, G3, P3, s3);
 assign P_out = P0 * P1 * P2 * P3;
 assign G_out = G3 + G2*P3 + G1*P3*P2 + G0*P3*P2*P1;
endmodule
module NEG(
 input [31:0] x, y,
 output wire[31:0] zlow, zhigh);
 reg [5:0] i;
 wire [31:0] zlow_temp, unusued_wire;
 NOT_32_BIT not_negate(0, y, zlow_temp, unused_wire);
 ADD add_1(zlow_temp, 1, zlow, zhigh);
endmodule
module NOT_32_BIT(
 input [31:0] x, y,
 output [31:0] zlow, zhigh);
 reg [5:0] i;
 reg [31:0] zlow_temp;
 always @(x or y) begin
	for(i=0;i<32;i = i+1) begin
		if(y[i] == 1) begin
			zlow_temp[i] = 0;
		end else begin
			zlow_temp[i] = 1;
		end
	end 
 end 
 assign zlow = zlow_temp;
 assign zhigh = 0;
endmodule
```
==> flow_summary.json <==
{
  "crit_required_ns": 7.76,
  "grt_max_degree": 3,
  "fillers": 291,
  "drv_cap": 0,
  "antenna_found_initial": 0,
  "top_area_share_pct": 48.8,
  "first_global_vias": 820,
  "maxSlewViolCount": 0,
  "io_buffers": 64,
  "post_synth.cell_area_avg_um2": 7.75,
  "design.die.area_um2": 6400,
  "min_period_ns": 9.57,
  "cp.arrival_ns": 7.63,
  "openroad.warnings": 64,
  "ys_cells": 127,
  "end_kind": "output pin",
  "netlist_top_cells_count": "buf_4 (64), inv_1 (31), ha_1 (30)",
  "hp-class": "primary input to output pin",
  "max_freq_mhz": 104,
  "die_w_um": 80,
  "ant_nets": 0,
  "dp_hpwl_mm": 2.01,
  "ys_area_um2": 985,
  "antenna_cells": 0,
  "drt_iter0_markers": 7,
  "area_delta_synth_final_pct": 69.5,
  "status": "finished, final reports clean",
  "power_density_nw_per_um2": 24.1,
  "synth_cell_type_count": 5,
  "first_pass_iters": 3,
  "synthCells": 127,
  "grt-ovfl-total": 0,
  "via_count": 708,
  "cp_slowest_stage_delay_ns": 0.46,
  "drc": 0,
  "p_leak_nw": 0.761,
  "path_class": "primary input to output pin",
  "gp_congestion": 0.772,
  "grt_pass1_wl_mm": 3.83,
  "nClkBuffers": 0,
  "grt_usage_pct": 6.97,
  "nFlopsAndLatches": 0,
  "final-seq-area_um2": 0,
  "p_total_mw": 0.0402,
  "yosys-top-cells-area": "buf_4 (49%), ha_1 (38%), inv_1 (12%)",
  "yosys_warnings": 5,
  "synth_area_leader_cell": "buf_4",
  "ir_drop_uv": 11.5,
  "top_cell": "buf_4",
  "critPathSlowestCell": "clkdlybuf4s50_1",
  "synth_area_um2": 985,
  "viasPerCell": 3.47,
  "core_um2": 3420,
  "ys_seq_share_pct": 0,
  "combGateArea_um2": 857,
  "initial_core_util_pct": 28.8,
  "drt_wl_total_mm": 2.56,
  "finalSetupViolCount": 0,
  "crit_top_cell": "ha_4",
  "post-route-util_pct": 48.9,
  "crit_fanout": 1,
  "io-pin-count": 128,
  "drive_gt1_share_pct": 18.4,
  "hold_viol": 0,
  "start_kind": "primary input",
  "post-route-period-util_pct": 98.7,
  "cts_setup_buffers": 0,
  "wl_per_cell_um": 12.5,
  "rows": 21,
  "die_h_um": 80
}
==> timing repair <==
action	4_1_cts	5_1_grt
resized	47	11
pin swaps	3	1
hold buffers	0	0
setup endpoints to repair	5	3
==> cells in the final DEF (no fill, tap or decap) <==
cell type	netlist	final
clkdlybuf4s50_1	0	62
conb_1	1	32
inv_1	31	31
ha_4	0	28
dlygate4sd2_1	0	2
xnor2_1	1	1
ha_2	0	1
ha_1	30	1
==> critical path, delay by kind of cell <==
family / cells / cell delay [ns]
adder cells (fa/ha/maj): 30 / 4.69
buffers and inverters: 3 / 0.95
==> per-layer routing <==
metal	part of all wire, %	vias up	track usage, %
li1	-	345	-
met5	0	-	0
met3	15	0	3.52
met1	42	306	8.57
met2	43	57	11.3
met4	0	0	0
==> worst paths after layout <==
check	endpoint	start	slack (ns)	cells past startpoint
setup / recovery	zlow[30]	y[1]	0.13	33
hold / removal	zlow[0]	y[0]	4.52	2
==> through the flow <==
step | hold slack (ns) | worst slack, ns | setup TNS, ns | std cells | cell area, um^2
2_1_floorplan | 3.95 | 0.387 | 0 | 158 | 1100
3_3_place_gp | 4.72 | -0.715 | -2.19 | 204 | 1320
3_5_place_dp | 4.72 | -0.748 | -2.32 | 204 | 1320
4_1_cts | 4.53 | 0.00456 | 0 | 204 | 1560
5_1_grt | 4.54 | -0.00985 | -0.00985 | 204 | 1670
6_report | 4.52 | 0.128 | 0 | 204 | 1670
==> logic make-up (layout without fill, tap and decap cells) <==
logic type	Yosys count	in the layout	synth area share [%]
buffers and inverters	95	95	60.6
adders and majority gates	30	30	38.1
other	1	32	0.381
xor gates and xnor gates	1	1	0.890
==> power by group <==
part / switching (mW) / internal [mW]
registers: 0 / 0
logic: 0.0120 / 0.0281
clock network: 0 / 0
total: 0.0120 / 0.0281
==> final cells by class <==
cell class                 count  area share [%]
timing repair buffer          64            38.2
tap                           46            3.45
inverter                      31            6.97
multi-input combinational     63            51.3
Power figures rest on the tool's default switching activity, not on a simulated workload.
