## flow/config.mk

```make
export PLATFORM = sky130hd
export DESIGN_NAME = MUL
export DESIGN_NICKNAME = MUL
export VERILOG_FILES = /design/flow/design.v
export SDC_FILE = /design/flow/constraint.sdc
export NUM_CORES = 4
export LEC_CHECK = 1
export CORE_UTILIZATION = 30
```

## flow/constraint.sdc

```tcl
current_design MUL

set clk_period 87.2
set clk_io_pct 0.2

create_clock -name clk0 -period $clk_period

set non_clock_inputs [all_inputs -no_clocks]
set_input_delay [expr $clk_period * $clk_io_pct] -clock clk0 $non_clock_inputs
set_output_delay [expr $clk_period * $clk_io_pct] -clock clk0 [all_outputs]
```

## flow/design.v

```verilog
`timescale 1ns/10ps
module MUL(
 input [31:0] x, y,
 output [31:0] zlow, zhigh);
 integer i;
 reg [63:0] P, y_temp, y_temp_neg; 
 reg right_bit;
 always @(x or y) begin
	P = 64'd0;
	y_temp = 64'd0 + y;
	y_temp_neg = 64'd0 - y;
	right_bit = 0;
	for(i=0;i<32;i =i+1) begin
		if(x[i] != right_bit) begin
			if(right_bit == 1) begin  
				P = P + (y_temp << i);
			end else begin
				P = P + (y_temp_neg << i);
			end
			if(x[i] == 1) begin
				right_bit = 1;
			end else begin
				right_bit = 0;
			end
		end
	end
 end
 assign zlow = P[31:0];
 assign zhigh = P[63:32];
 endmodule 
```

## flow/run.sh

```bash
#!/bin/bash
# OpenROAD 26Q1-2900-gdf79404cd8, Yosys 0.63+post, stock flow scripts
make -C /OpenROAD-flow-scripts/flow DESIGN_CONFIG=/design/flow/config.mk WORK_HOME=/design/flow/orfs finish
```

==> results.yml <==
# physical design summary
flow_run:
  max-cap-violations: 0
  warnings: 62
sta:
  finalHoldViolCount: 0
  timing_max_transition_violations_final: 0
  slew_headroom: 0.277
  fin_ws_ns: 2.29
  setup_viol: 0
  finalCriticalPeriod_ns: 84.91
  worst_slew_pin_slew_ns: 1.08
  max_freq_mhz: 11.8
  hold-worst-slack_ns: 35.85
  post-route-period-util: 0.974
worst_setup_path:
  required_ns: 69.76
  critPathArrivalTime_ns: 67.47
  critPathSlowestCell: "clkdlybuf4s50_1"
  startpoint_type: "primary input"
  critPathKind: "primary input to output pin"
  crit_path_max_fanout: 8
  max_stage_delay_ns: 0.46
  cpMostUsedCell: "ha_1"
  end_kind: "output pin"
die:
  die_area_um2: 342000
  core.rowCount: 213
  io_pins: 128
  die_h_um: 584
  fp_util: 0.302
  die_x_um: 584
  core_um2: 337000
global_route:
  grt_antenna_before_repair: 14
  grt_usage: 0.265
  grt_pass1_vias: 103000
  grt_pass1_wl_um: 676000
  grt_max_degree: 75
  overflow: 0
synth:
  top_area_cell: "ha_1"
  netlist_instances: 15500
  netlist_area_um2: 102000
  synth.most_common_cell: "nor2_1"
  area_leaders: "ha_1, xnor2_1, a21oi_1"
  yosysTopAreaCellShare: 0.177
  ys_types: 122
  synthTopCellsByCount: "nor2_1, nand2_1, xnor2_1, a21oi_1, ha_1"
  yosys_cells: 15500
  ys_seq_share: 0
  synth.avg_cell_area_um2: 6.55
  yosysWarnings: 1
  yosys_area_um2: 102000
pwr:
  ir_worst_vdd_uv: 6300
  p_int_w: 0.121
  power.net_switching_w: 0.145
  switching_share: 0.545
  power.density_nw_per_um2: 2350
  power.leakage_nw: 50.6
  finalPower_w: 0.265
hold_path:
  whs_path_depth: 4
  min-delay-start: "x[0]"
  worstHoldEndpoint: "zlow[1]"
  worstHoldPathType: "primary input to output pin"
final_layout:
  ff_count: 0
  drive_gt1_frac: 0.100
  syn_to_final_growth_pct: 11.0
  seq_area_um2: 0
  n_fill_cell: 36200
  nClkBuffers: 0
drt:
  routed_via_density: 5.67
  first_iter_violations: 9798
  dr_total_vias: 114000
  ant_nets: 0
  wl_per_cell_um: 23.1
  routed_wl_um: 462000
  drc: 0
  dr.pass1.iters: 6
place:
  post-place-ws_ns: -1.05
  dp_hpwl_um: 373000
  place_congestion: 1.04
  io_buffers: 128
clocking:
  ctsHoldBuffers: 0
run_status:
  outcome: "complete, no violations"
-- kinds of logic after synthesis --
kind of cell | synth area share
mux | 0.0319
compound gates | 0.308
simple gates | 0.230
buf+inv | 0.0569
fa+ha+maj | 0.185
xor+xnor | 0.188
-- final cells by class --
cell class                      instances  area, um2  share of cell area
Antenna cell                            5       12.5            0.000111
Tap cell                             4515       5650              0.0500
Multi-Input combinational cell      14000      98300               0.871
Timing Repair Buffer                  755       5970              0.0529
Inverter                              785       2950              0.0261
-- power groups by stage --
stage	Sequential (W)	Combinational (W)	Clock, W
CTS	0	0.256	0
global route	0	0.290	0
-- cells in the final DEF, fill, tap and decap left out, drive strengths merged, types with 69 or more instances in the layout --
master,synthesis,layout
a211oi,114,114
a21o,582,582
a21oi,1442,1442
a31oi,210,210
and2,108,108
and3,112,112
buf,168,650
clkdlybuf4s50,0,104
ha,1438,1438
inv,776,777
mux2,239,239
nand2,1642,1642
nand2b,154,154
nand3,265,265
nand4,69,69
nor2,1909,1909
nor2b,143,143
nor3,368,368
o211ai,94,94
o21a,211,211
o21ai,880,880
o21bai,451,451
o31ai,101,101
or2,115,115
or3,129,129
xnor2,1629,1629
xor2,536,536
-- critical path: cells and delay by family --
| family | cells | cell delay [ns] |
|---|---|---|
| mux | 2 | 0.50 |
| buf+inv | 26 | 3.70 |
| fa+ha+maj | 34 | 10.97 |
| xor+xnor | 39 | 7.59 |
| compound gates | 99 | 18.74 |
| simple gates | 58 | 8.36 |
-- metrics by stage --
step / utilization / cells / setup TNS (ns) / area [um2]
2_1_floorplan: - / 15500 / 0 / 102000
3_5_place_dp: 0.327 / 20000 / -1.05 / 110000
6_report: 0.335 / 20100 / 0 / 113000
4_1_cts: 0.327 / 20000 / 0 / 110000
3_3_place_gp: 0.327 / 20000 / -1.10 / 110000
5_1_grt: 0.335 / 20100 / -0.306 / 113000
-- metal layers --
metal | vias up | track usage | share of wire
met1 | 52800 | 0.356 | 0.43
met3 | 984 | 0.0392 | 0.082
met4 | 14 | 0.128 | 0.061
met2 | 4490 | 0.415 | 0.43
li1 | 55300 | - | -
met5 | - | 0 | 0.00020
-- repair_timing --
action | 4_1_cts | 5_1_grt
setup endpoints to repair | 1 | 5
buffers inserted | 0 | 69
pin swaps | 1 | 75
gates resized | 19 | 432
hold endpoints to repair | 0 | 0
-- worst max-delay path by stage --
stage | from | endpoint | cells after the start
final | y[0] | zhigh[31] | 258
after global routing | y[0] | zhigh[31] | 261
after CTS | y[0] | zhigh[31] | 260
No activity file was given, so power comes from the tool's default toggle rates.
